==> flow/design.v <==
module Counter(
    input i_clk,
    input i_rst_n,
    input i_record,
    input i_play,
    input i_fast,
    input i_pause,
    input [2:0] i_speed,
    output [6:0] o_ten,
    output [6:0] o_one
);
localparam D0 = 7'b1000000;
localparam D1 = 7'b1111001;
localparam D2 = 7'b0100100;
localparam D3 = 7'b0110000;
localparam D4 = 7'b0011001;
localparam D5 = 7'b0010010;
localparam D6 = 7'b0000010;
localparam D7 = 7'b1011000;
localparam D8 = 7'b0000000;
localparam D9 = 7'b0010000;
localparam freq = 32'd12000000;
logic [3:0] ten;
logic [3:0] one;
logic [6:0] o_ten_w, o_one_w;
logic [31:0] counter_r, counter_w;
logic [6:0] second_r, second_w;
logic [3:0] c_r, c_w;
assign one = second_r % 10;
assign ten = second_r / 10;
assign o_ten = o_ten_w;
assign o_one = o_one_w;
always_comb begin
    if(counter_r === freq) begin
        counter_w = 32'd0;
        second_w = second_r + 1;
        c_w = c_r;
    end
    else if(i_record === 1) begin
        counter_w = counter_r + 1;
        second_w = second_r;        
        c_w = c_r;
    end
    else if(i_play === 1 && i_fast === 1) begin
        counter_w = counter_r + 1 + i_speed;
        second_w = second_r;
        c_w = c_r;
    end
    else if(i_play === 1 && i_fast === 0) begin
        if(c_r >= i_speed) begin
            c_w = 0;
            counter_w = counter_r + 1;
            second_w = second_r;
        end
        else begin
            c_w = c_r + 1;
            counter_w = counter_r;
            second_w = second_r;
        end
    end
    else if(i_pause === 1) begin
        counter_w = counter_r;
        second_w = second_r;
        c_w = c_r;
    end
    else begin
        counter_w = 0;
        second_w = 0;
        c_w = c_r;
    end
    case(one) 
    4'd0: begin
        o_one_w = D0;
    end
    4'd1: begin
        o_one_w = D1;
    end
    4'd2: begin
        o_one_w = D2;
    end
    4'd3: begin
        o_one_w = D3;
    end
    4'd4: begin
        o_one_w = D4;
    end
    4'd5: begin
        o_one_w = D5;
    end
    4'd6: begin
        o_one_w = D6;
    end
    4'd7: begin
        o_one_w = D7;
    end
    4'd8: begin
        o_one_w = D8;
    end
    4'd9: begin
        o_one_w = D9;
    end
    default: begin
        o_one_w = 7'b1111111;
    end
    endcase
    case(ten) 
    4'd0: begin
        o_ten_w = D0;
    end
    4'd1: begin
        o_ten_w = D1;
    end
    4'd2: begin
        o_ten_w = D2;
    end
    4'd3: begin
        o_ten_w = D3;
    end
    4'd4: begin
        o_ten_w = D4;
    end
    4'd5: begin
        o_ten_w = D5;
    end
    4'd6: begin
        o_ten_w = D6;
    end
    4'd7: begin
        o_ten_w = D7;
    end
    4'd8: begin
        o_ten_w = D8;
    end
    4'd9: begin
        o_ten_w = D9;
    end
    default: begin
        o_ten_w = 7'b1111111;
    end
    endcase
end
always_ff @(posedge i_clk, negedge i_rst_n) begin
    if(!i_rst_n) begin
        counter_r <= 32'd0;
        second_r <= 7'd0;
        c_r <= 4'd0;
    end
    else begin
        counter_r <= counter_w;
        second_r <= second_w;
        c_r <= c_w;
    end
end
endmodule
module Int_to_seven(
    input [2:0] number,
    output [6:0] seven
);
localparam D0 = 7'b1000000;
localparam D1 = 7'b1111001;
localparam D2 = 7'b0100100;
localparam D3 = 7'b0110000;
localparam D4 = 7'b0011001;
localparam D5 = 7'b0010010;
localparam D6 = 7'b0000010;
localparam D7 = 7'b1011000;
localparam D8 = 7'b0000000;
localparam D9 = 7'b0010000;
logic [6:0] seven_w;
assign seven = seven_w;
always_comb begin
    case(number) 
    3'd0: begin
        seven_w = D0;
    end
    3'd1: begin
        seven_w = D1;
    end
    3'd2: begin
        seven_w = D2;
    end
    3'd3: begin
        seven_w = D3;
    end
    3'd4: begin
        seven_w = D4;
    end
    3'd5: begin
        seven_w = D5;
    end
    3'd6: begin
        seven_w = D6;
    end
    3'd7: begin
        seven_w = D7;
    end
    endcase    
end
endmodule
==> flow/run.sh <==
#!/bin/bash
# OpenROAD 26Q1-2900-gdf79404cd8, Yosys 0.63+post, stock flow scripts
make -C /OpenROAD-flow-scripts/flow DESIGN_CONFIG=/design/flow/config.mk WORK_HOME=/design/flow/orfs finish
==> flow/config.mk <==
export PLATFORM = sky130hd
export DESIGN_NAME = Int_to_seven
export DESIGN_NICKNAME = Int_to_seven
export VERILOG_FILES = /design/flow/design.v
export SDC_FILE = /design/flow/constraint.sdc
export NUM_CORES = 4
export LEC_CHECK = 1
export CORE_AREA = 10 10 70 70
export DIE_AREA = 0 0 80 80
==> flow/constraint.sdc <==
current_design Int_to_seven

set clk_period 1.0
set clk_io_pct 0.2

create_clock -name clk0 -period $clk_period

set non_clock_inputs [all_inputs -no_clocks]
set_input_delay [expr $clk_period * $clk_io_pct] -clock clk0 $non_clock_inputs
set_output_delay [expr $clk_period * $clk_io_pct] -clock clk0 [all_outputs]
==> flow_summary.ini <==
; generated from flow reports
[worst_setup_path]
startpoint_type = input port
worstSetupPathType = input port to output port
arrival_ps = 810
cp_max_fo = 3
required_ps = 800
end_kind = output port

[detailed_routing]
dr.pass1.iters = 2
diodes = 0
wl_per_cell_um = 7.13
vias = 160
drt_iter0_markers = 5
wl_met2_um = 288
wl_um = 542
m1WireLength_um = 225
wl_met3_um = 28
top_layer_used = met3
vias_per_cell = 2.11
ant_nets = 0
drc = 0

[job]
maxCapViolations = 0
warnings = 37

[sta]
fin_crit_sh_pct = 101
fin_crit_ps = 1010
slew_viol_final = 0
setup_ws_ps = -9.83
max_freq_ghz = 0.990
slew_headroom_pct = 83.8
tightest_slew_ps = 243
hold_violations = 0
rsz0062_at_grt = true
setup_viol = 2

[logic_synthesis]
synth-warning-count = 1
synth.distinct_cells = 12
syn_area_um2 = 139
synthCells = 19
synth_chip_area_um2 = 139
topCellsByArea = ha_1 36%, nand2b_4 9.9%, buf_6 8.1%, inv_1 8.1%, o21ai_2 6.3%
yosys.area.top_type = ha_1
fa_ha_area_share_pct = 36.0
ys_top_logic_family = adder cells
top_cell = ha_1
ys_sh_xor_pct = 0
top_cells_by_count = 4 x ha_1, 3 x inv_1, 2 x nand2_1, 2 x nor2_1
simple_gate_area_share_pct = 34.2
top_area_share_pct = 36.0
avgSynthCellArea_um2 = 7.31
muxShareOfSynthArea_pct = 0
aoi_share_pct = 13.5
yosys_cells = 19
ys_seq_share_pct = 0

[grt]
grtUsageTotal_pct = 1.69
grt-ovfl-total = 0
first_global_vias = 175
grt_max_degree = 11
antenna_found_initial = 0
grt_pass1_wl_um = 883

[floorplanning]
io_pins = 10
fp.dieArea_um2 = 6400
core_area_um2 = 3420
die_w_um = 80
initial_utilization_pct = 4.07
num_rows = 21
die_y_um = 80

[final_layout]
area_growth_pct = 159
flop_area_um2 = 0
final_layout_size_suffix_gt1_share_pct = 83.3
fin_cells = 76
seq_cells = 0
n_fill_cell = 403
nClkBuffers = 0
final_core_util_pct = 10.5
final_area_um2 = 360

[outcome]
violations = setup timing
outcome = finished, violations left

[power]
power_leakage_nw = 0.143
ir_drop_mv = 0.0398
power_density_nw_per_um2 = 319

[placement]
io_buffers = 10
dpl_cell_area_um2 = 300
place_congestion = 0.661
post-place-cells = 76
hpwl_um = 429

[clocking]
post_cts_buffers = 0

[hold_path]
hp-class = input port to output port
==> path summary, 6_finish.rpt <==
| kind | startpoint | end | slack [ps] | cells after the start |
|---|---|---|---|---|
| setup / recovery | number[1] | seven[2] | -10 | 5 |
| hold / removal | number[1] | seven[6] | 750 | 4 |
==> area by class of cell <==
type / count / area [um^2] / area share (%)
inverters: 3 / 18.8 / 5.21
multi-input cells: 15 / 186 / 51.7
well taps: 46 / 57.6 / 16.0
repair buffers: 12 / 97.6 / 27.1
==> layout by cell type, fill, tap and decap left out <==
cell type / synthesis / layout
inv_6: 0 / 1
buf_2: 0 / 7
a21oi_2: 0 / 1
nor2b_4: 0 / 1
buf_6: 1 / 2
nand2_1: 2 / 1
buf_8: 0 / 2
inv_4: 0 / 1
o21ai_2: 1 / 2
inv_1: 3 / 1
nand2b_4: 1 / 1
ha_4: 0 / 4
and2_1: 1 / 1
nor2_1: 2 / 1
nand2_2: 1 / 2
clkdlybuf4s15_1: 0 / 1
nor2_2: 0 / 1
==> timing repair <==
| action | in CTS | in global routing |
|---|---|---|
| hold buffers | 0 | 0 |
| resized | 53 | 6 |
| pin swaps | 3 | 2 |
| endpoints found under the setup margin | 7 | 6 |
| endpoints found under the hold margin | 0 | 0 |
==> per-stage QoR <==
stage	hold slack (ps)	total power, mW	setup TNS (ps)	worst slack, ps
after floorplan	423	0.0356	0	147
after global placement	1490	0.0993	-5550	-889
after detailed placement	1510	0.100	-5670	-905
after CTS	753	0.107	-27.5	-11.6
after global routing	772	0.129	-135	-33.5
final	753	0.115	-10.7	-9.83
==> routing by layer <==
metal	GRT usage, %	up-vias
li1	-	80
met1	1.85	75
met2	3.45	5
met3	0.227	0
met4	0	0
met5	0	-
==> power by group <==
| group | switching (mW) | leakage (nW) | internal, mW | total, mW |
|---|---|---|---|---|
| logic | 0.0496 | 0.143 | 0.0653 | 0.115 |
| clock network | 0 | 0 | 0 | 0 |
| registers | 0 | 0 | 0 | 0 |
| total | 0.0496 | 0.143 | 0.0653 | 0.115 |
==> cell families after synthesis <==
family	after synthesis
buf+inv	4
fa+ha+maj	4
simple gates	8
compound gates	3
==> worst max-delay path: stages <==
cell	delay, ps
buf_8	100
buf_6	120
ha_4	150
nor2b_4	110
buf_2	110
Power is estimated from default activity; no workload was simulated.
